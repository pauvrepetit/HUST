**flow/run.sh**
```bash
#!/bin/bash
# OpenROAD 26Q1-2900-gdf79404cd8, Yosys 0.63+post, stock flow scripts
make -C /OpenROAD-flow-scripts/flow DESIGN_CONFIG=/design/flow/config.mk WORK_HOME=/design/flow/orfs finish
```
**flow/config.mk**
```make
export PLATFORM = sky130hd
export DESIGN_NAME = counter
export DESIGN_NICKNAME = counter
export VERILOG_FILES = /design/flow/design.v
export SDC_FILE = /design/flow/constraint.sdc
export NUM_CORES = 4
export LEC_CHECK = 1
export CORE_AREA = 10 10 70 70
export DIE_AREA = 0 0 80 80
```
**flow/constraint.sdc**
```tcl
current_design counter

set clk_period 1.6
set clk_io_pct 0.2

create_clock -name clk0 -period $clk_period [get_ports {clk}]

set non_clock_inputs [all_inputs -no_clocks]
set_input_delay [expr $clk_period * $clk_io_pct] -clock clk0 $non_clock_inputs
set_output_delay [expr $clk_period * $clk_io_pct] -clock clk0 [all_outputs]
```
**flow/design.v**
```verilog
module counter(clk, choose, out);
    input clk;
    input [2:0] choose;
    output reg [2:0] out;
    always @(posedge clk) begin
       if (out == 3'b111 && choose == 3'b001) begin
           out = 3'b000;
       end
       else if(out == 3'b000 && choose == 3'b100) begin
           out = 3'b111;
       end
       else if(choose == 3'b001) begin
            out <= out + 1;
       end
       else if(choose == 3'b100) begin
           out <= out - 1;
       end
       else begin
           ;
       end
    end
endmodule  
```
==> impl_metrics.tcl <==
# flow metrics
set metrics [dict create \
    status "complete, no violations" \
    ios 7 \
    setup_viol 0 \
    drtAntennaViolNets 0 \
    first_pass_iters 4 \
    slew_headroom 0.835 \
    power_w 0.000685 \
    gp_congestion 0.749 \
    post-synth-top-area-fraction 0.236 \
    p_comb_frac 0.556 \
    numSynthFlops 3 \
    die_area_um2 6400 \
    crit_fanout 5 \
    drc 0 \
    clockPowerShare 0.194 \
    top_area_cell "dfxtp_1" \
    antenna_found_initial 0 \
    hp-class "primary input to flip-flop" \
    die_w_um 80 \
    cts_tree "built" \
    cap_violations 0 \
    post-route-min-period_ns 1.53 \
    regToRegEndpoint "out[2]$_SDFFE_PP0P_" \
    seqPwrFrac 0.250 \
    rr_startpoint "out[0]$_SDFFE_PP0P_" \
    yosys_warnings 1 \
    cts_root_buf "clkbuf_4" \
    clock-sinks 3 \
    min_to "out[0]$_SDFFE_PP0P_" \
    cts_made_buffers 3 \
    postCtsSetupRepairBufs 0 \
    fp-utilization 0.0744 \
    critPathKind "flip-flop to output port" \
    r2r_cells 5 \
    swShare 0.364 \
    fin_area_um2 478 \
    seq_area_um2 61.3 \
    startpoint_type "flip-flop" \
    wire_per_inst_um 7.90 \
    io_buffers 6 \
    vias 282 \
    combGateArea_um2 200 \
    seq_area_frac_synth 0.236 \
    hold_depth 4 \
    largest-register "out" \
    avgSynthCellArea_um2 8.47 \
    syn_inst 30 \
    crit_path_end_kind "output port" \
    dpl-instance-area_um2 450 \
    clkTransAtPathRegs_ns 0.04 \
    holdBufCountCts 0 \
    syn-cell-area_um2 254 \
    antenna_cells 0 \
    gr-total-overflow 0 \
    cts.path.max_buffers 2 \
    topCellsByArea "dfxtp_1 (24%), a2111oi_4 (11%), fa_1 (7.9%)" \
    p_leak_nw 0.187 \
    wl_um 743 \
    avgViaCountPerCell 3.00 \
    ir_drop_mv 0.666 \
    fillerInstances 397 \
    die_y_um 80 \
    maxSlewViolCount 0 \
    largestRegisters "out (3)" \
    ys_area_um2 254 \
    largest_register_ffs 3 \
    design.core.area_um2 3420 \
    ys_cells 30 \
    crit_path_max_incr_delay_ns 0.47 \
    place_hpwl_um 557 \
    warnings 27 \
    cp_cell_sequence "buf_6 -> clkdlybuf4s50_1" \
    reg2reg_slack_ns 0.25 \
    syn_to_final_growth_pct 88.2 \
    track_usage 0.0262 \
    clock.latency.late_pin_ns 0.23 \
    slowest_stage "clkdlybuf4s50_1" \
    grt_max_degree 8 \
    hold_violations 0 \
    fin_crit_sh 0.959 \
    htreeDepth 1 \
    rsz0062_at_grt "true" \
    internal_power_w 0.000436 \
    tightest_slew_ns 0.246 \
    final_layout_size_suffix_gt1_frac 0.417 \
    first_iter_violations 7 \
    grt_pass1_vias 322 \
    rows 21 \
    power.density_nw_per_um2 1430 \
    grt_pass1_wl_um 1450 \
    critPathArrivalTime_ns 1.21 \
    ys_types 22 \
    hp-start "choose[1]" \
    p_switching_w 0.000250 \
    worst_ep_required_time_ns 1.28 \
    skew_ns 0.00208 \
    timing.fmax_ghz 0.652 \
]
## synthesized netlist by cell type (all sizes together)
library cell  n
a2111oi       1
a211oi        1
a21o          1
a21oi         2
a31oi         1
a32oi         1
buf           1
dfxtp         3
fa            1
inv           2
mux2i         1
nand2         3
nand2b        1
nand4         1
nor2          3
nor2b         1
nor4          1
nor4b         1
o21ai         2
xnor2         1
xor2          1
## area by class of cell
type                    count  area share
repair buffers             15       0.262
inverters                   2      0.0157
well taps                  46       0.120
clock buffers               4      0.0550
multi-input cells          24       0.419
flip-flops and latches      3       0.128
## per-layer routing
layer | vias up | part of all wire | track usage | routed length (µm)
met5 | - | 0 | 0 | 0
li1 | 145 | - | - | -
met1 | 125 | 0.44 | 0.0326 | 326
met3 | 4 | 0.11 | 0.0148 | 81
met2 | 8 | 0.41 | 0.0361 | 306
met4 | 0 | 0.038 | 0.0106 | 28
## through the flow
step | utilization | setup slack (ns) | hold slack (ns) | TNS [ns] | std cells
floorplan | - | -0.0563 | 0.493 | -0.0563 | 30
global placement | 0.132 | -0.449 | 0.633 | -0.802 | 90
detailed placement | 0.132 | -0.445 | 0.638 | -0.844 | 90
CTS | 0.140 | 0.000293 | 0.619 | 0 | 94
global route | 0.140 | -0.00501 | 0.573 | -0.00501 | 94
finish | 0.140 | 0.0655 | 0.562 | 0 | 94
## logic make-up after synthesis
kind of cell | share of synthesized area
AOI/OAI and AO/OA | 0.305
DFF | 0.236
xor gates and xnor gates | 0.0690
and+or+nand+nor | 0.222
muxes | 0.0394
buffers and inverters | 0.0492
adders and majority gates | 0.0788
## how the worst max path moves through the flow
stage,startpoint,end,slack (ns),depth (start not counted)
4_1_cts,choose[1],out[2]$_SDFFE_PP0P_,0.0003,8
6_report,out[0]$_SDFFE_PP0P_,out[0],0.07,2
5_1_grt,out[0]$_SDFFE_PP0P_,out[0],-0.005,2
## cells in the final DEF, fill, tap and decap left out
master and count:
buf_4 8, nor2_1 3, clkbuf_4 3, clkdlybuf4s50_1 3
o21ai_0 2, a21oi_1 2, nand2_1 2, dfxtp_1 2
inv_2 1, nor2b_4 1, nand2_2 1, nand4_1 1
a2111oi_4 1, xnor2_1 1, nor4_1 1, a211oi_1 1
nand2b_1 1, mux2i_1 1, a21o_1 1, inv_1 1
nor4b_2 1, a31oi_1 1, a32oi_1 1, xor2_1 1
fa_2 1, clkbuf_1 1, clkdlybuf4s15_1 1, clkbuf_2 1
dlygate4sd2_1 1, dfxtp_2 1, buf_6 1
## worst max-delay path, delay by kind of cell (launching register included)
kind,cells,cell delay (ns)
flops,1,0.37
buf+inv,2,0.61
## power by group through the flow
| stage | Combinational [W] | Sequential, W | Clock, W |
|---|---|---|---|
| 4_1_cts | 0.000377 | 0.000164 | 0.000141 |
| 5_1_grt | 0.000440 | 0.000182 | 0.000150 |
| 6_report | 0.000381 | 0.000171 | 0.000133 |
## timing repair
| action | in CTS | in global routing |
|---|---|---|
| gates cloned | 0 | 0 |
| endpoints found under the hold margin | 0 | 0 |
| gates resized | 6 | 3 |
| pin swaps | 4 | 3 |
| endpoints found under the setup margin | 2 | 3 |
Power and IR drop assume default switching activity.
