===== flow/run.sh =====
#!/bin/bash
# OpenROAD 26Q1-2900-gdf79404cd8, Yosys 0.63+post, stock flow scripts
make -C /OpenROAD-flow-scripts/flow DESIGN_CONFIG=/design/flow/config.mk WORK_HOME=/design/flow/orfs finish

===== flow/config.mk =====
export PLATFORM = sky130hd
export DESIGN_NAME = divider
export DESIGN_NICKNAME = divider
export VERILOG_FILES = /design/flow/design.v
export SDC_FILE = /design/flow/constraint.sdc
export NUM_CORES = 4
export LEC_CHECK = 1
export CORE_AREA = 10 10 96 96
export DIE_AREA = 0 0 106 106

===== flow/constraint.sdc =====
current_design divider

set clk_period 6.3
set clk_io_pct 0.2

create_clock -name clk0 -period $clk_period [get_ports {clk}]

set non_clock_inputs [all_inputs -no_clocks]
set_input_delay [expr $clk_period * $clk_io_pct] -clock clk0 $non_clock_inputs
set_output_delay [expr $clk_period * $clk_io_pct] -clock clk0 [all_outputs]

===== flow/design.v =====
module divider(clk, clk_N);
    input clk;
    output reg clk_N;
    parameter N = 100_000_000;
    reg [31:0] counter;
    always @(posedge clk) begin
        if (counter == (N >> 1) - 1) begin
            counter <= 32'b0;
            clk_N = ~clk_N;
        end else begin
            counter <= counter + 1;
        end
    end
endmodule  

==> qor.yml <==
status: "complete, no violations"
whs_path_depth: 1
grt_use_total: 0.0574
slew_violations: 0
power-per-cell-area_mw_per_mm2: 206
crit_start: "clk_N$_DFFE_PN_"
final_hold_viol_count: 0
drtIter0Drc: 114
cts_resized: 0
final_cells: 275
firstDrtPassIters: 4
htree_levels: 2
adder_share: 0.00779
mux_share: 0.00624
viasPerCell: 4.63
finalSetupViolCount: 0
path_clk_slew_ns: 0.06
grt_antenna_before_repair: 0
fin_crit_ns: 2.34
synth.area.top_cells: "dfxtp_1 40%, xnor2_1 9.3%, nand4_1 4.7%"
cp-end-kind: "output pin"
rsz0062_at_grt: "false"
hold_path_class: "flip-flop to flip-flop"
arrival_ns: 1.08
path_buffers: 1
ys_warn_count: 1
top_cell: "dfxtp_1"
drcViolationCount: 0
fp_util: 0.223
grt-ovfl-total: 0
ys_chip_area_mm2: 0.00161
yosysTopAreaCell: "dfxtp_1"
power.total_w: 0.000372
ys_sh_xor: 0.120
synth.distinct_cells: 36
grt_pass1_wl_um: 5430
numCtsBuffers: 5
clockBufferDepth: 2
logic_family: "simple AND/OR/NAND/NOR gates"
dieHeight_um: 106
path_cells: "clkdlybuf4s50_1"
holdWs_ns: 0.473
required_ns: 5.04
wire_per_inst_um: 11.4
critical_path_class: "flip-flop to output pin"
postSynthSeqShare: 0.418
ir_worst_vdd_uv: 113
core_region_area_mm2: 0.00721
grt_max_degree: 11
io_buffers: 1
edf_count: 1
tns_ns: 0
cts-root-buf: "clkbuf_8"
skew_ns: 0.00502
postRouteAntennaNets: 0
min-delay-start: "counter[0]$_SDFF_PN0_"
chip_area_mm2: 0.0112
ys.flops: 33
fmaxAchievable_mhz: 427
cp_num_cells: 1
cp_top_family: "buffers and inverters"
gp_congestion: 0.865
aoi_share: 0.0538
route.vias.total: 1273
rr_startpoint: "counter[0]$_SDFF_PN0_"
cts_tree: "done"
common_cells: "32 x dfxtp_1, 17 x xnor2_1, 12 x nand4_1"
synth_area_mm2: 0.00161
slew_headroom: 0.575
routed_wl_um: 3140
start_kind: "flip-flop"
max_cap_violations: 0
yosys_cells: 172
dp_hpwl_um: 2250
async_flop_share: 0
cts.sinks: 33
r2r_cells: 5
dpl.cell_count: 267
ctsHoldBuffers: 0
p_leak_nw: 0.599
antennaDiodeCount: 0
simple_gate_share: 0.369
layout-drive-gt1-share: 0.0852
synth_area_per_cell_um2: 9.33
crit_slowest_cell: "clkdlybuf4s50_1"
area_delta_synth_final_pct: 12.4
grt_pass1_vias: 1154
synthCells: 172
clock_latency_ns: 0.28
ff_type: "dfxtp_1"
synth.top_cell.area_share: 0.399
die_w_um: 106
std_cell_rows: 31
io_pins: 2
tightest_slew_ns: 0.634
cp_slowest_stage_delay_ns: 0.46
fin_crit_sh: 0.372
warning_count: 25
crit_fanout: 2
post_cts_buffers: 0
==> cell type report <==
type	count	area, µm²
fillers	788	5410
multi-input cells	131	895
flip-flops and latches	33	671
well taps	99	124
clock buffers	8	90.1
repair buffers	2	17.5
inverters	2	7.51
==> flip-flops by register name, summed over array words and instances (netlist names) <==
signal and count:
counter 32, clk_N 1
==> power by group <==
part | internal [W] | total (W) | switching [W]
logic | 0 | 0.000000000285 | 0
clock network | 0.0000890 | 0.000162 | 0.0000732
registers | 0.000209 | 0.000209 | 0
==> stage by stage <==
| stage | area (µm²) | worst slack, ns | utilization |
|---|---|---|---|
| global placement | 1710 | 4.25 | 0.238 |
| global route | 1800 | 3.91 | 0.250 |
| floorplan | 1610 | 4.55 | - |
| detailed placement | 1710 | 4.23 | 0.238 |
| CTS | 1800 | 3.94 | 0.250 |
| finish | 1800 | 3.96 | 0.250 |
==> layer usage <==
| metal | global-route usage | share of wire |
|---|---|---|
| met1 | 0.0820 | 0.50 |
| met2 | 0.0826 | 0.43 |
| met3 | 0.0177 | 0.045 |
| met4 | 0.0145 | 0.027 |
| met5 | 0 | 0 |
==> placed cells by master (no fill, tap or decap), types with 2 or more instances in the layout <==
cell type and count:
clkbuf_8 6, and2_1 4, a21oi_1 6, nor2_1 10, xnor2_1 17, nor4b_1 3
nor4_1 5, nand4_1 12, nor3_1 7, and3_1 7, or4_1 3, o31ai_1 2
nand4b_1 2, or3_1 2, nand2_1 10, and4_1 6, nand4_4 2, inv_1 2
nand3_1 10, dfxtp_1 32, clkbuf_1 2, nor3_2 2, xor2_1 5, o21ai_0 5
==> cells by family (layout without fill, tap and decap cells) <==
| family | after synthesis | in the layout |
|---|---|---|
| AND/OR/NAND/NOR | 92 | 92 |
| adder cells (fa/ha/maj) | 1 | 1 |
| buffers and inverters | 8 | 12 |
| XOR/XNOR | 22 | 22 |
| flip-flops | 33 | 33 |
| AND-OR/OR-AND | 15 | 15 |
| multiplexers | 1 | 1 |
==> path summary, 6_finish.rpt <==
| kind | to | slack (ns) |
|---|---|---|
| hold / removal | counter[0]$_SDFF_PN0_ | 0.47 |
| setup reg to reg | clk_N$_DFFE_PN_ | 4.25 |
| setup / recovery | clk_N | 3.96 |
| hold reg to reg | counter[0]$_SDFF_PN0_ | 0.47 |
No activity file was given, so power comes from the tool's default toggle rates.
